==> ./design.v <==
module Clock_Div
	#(parameter SIZE = 36)	 
	(CLK_in, CLKS_out);
	input CLK_in;
	output [SIZE:0] CLKS_out;
	reg [SIZE:1] Counter;
	initial Counter = 'd0;
	always @(posedge CLK_in)
		Counter <= Counter + 1;
	assign CLKS_out = {Counter, CLK_in};
endmodule
==> ./run.sh <==
#!/bin/bash
# OpenROAD 26Q1-2900-gdf79404cd8, Yosys 0.63+post, stock flow scripts
make -C /OpenROAD-flow-scripts/flow DESIGN_CONFIG=/design/flow/config.mk WORK_HOME=/design/flow/orfs finish
==> ./config.mk <==
export PLATFORM = sky130hd
export DESIGN_NAME = Clock_Div
export DESIGN_NICKNAME = Clock_Div
export VERILOG_FILES = /design/flow/design.v
export SDC_FILE = /design/flow/constraint.sdc
export NUM_CORES = 4
export LEC_CHECK = 1
export CORE_AREA = 10 10 96 96
export DIE_AREA = 0 0 106 106
==> ./constraint.sdc <==
current_design Clock_Div

set clk_period 5.9
set clk_io_pct 0.2

create_clock -name clk0 -period $clk_period [get_ports {CLK_in}]

set non_clock_inputs [all_inputs -no_clocks]
set_input_delay [expr $clk_period * $clk_io_pct] -clock clk0 $non_clock_inputs
set_output_delay [expr $clk_period * $clk_io_pct] -clock clk0 [all_outputs]
==> notes.md <==
Implementation numbers.

- The global-route usage over all layers reads 6.118%.
- The wire length of the first global-routing pass reads 5713 um.
- The largest registers in the layout are Counter (36).
- The count of endpoints failing hold in the final timing report is 0.
- The layout cell share with drive strength beyond 1 is 10.00%.
- The OpenROAD warning count is 26.
- The maximum fanout along the worst path reads 2.
- The worst supply voltage drop on vdd is 115.2 uV.
- The tally of nets with antenna violations remaining after routing reads 0.
- STA shows the worst reg2reg path with a cell count of 5.
- In this run the mean area of a mapped cell was 10.23 sq um.
- The number of remaining DRC errors reads 0.
- 38 I/O pins were placed.
- The violation count after the first detailed-route iteration is 47.
- In the hold timing report, the worst path depth is 1.
- The number of cells in the design after placement is 278.
- The count of TritonRoute iterations in the first routing pass reads 3.
- In this run the cell area of the synthesized design comes to 1463 sq um.
- The clock latency at the later pin of the worst-skew pair reads 390 ps.
- The design internal power is 422.3 uW.
- The synthesis-stage register bit count reads 36.
- The terminating pin of the worst hold path is Counter[1]$_DFF_P_.
- From synthesis to final layout, the design area changed by 43.46%.
- The count of unique library cells instantiated by Yosys is 21.
- After the flow finishes, the layout carries non-filler instances totaling 289.
- The die is 106 um wide.
- The leading register cell type out of synthesis reads dfxtp_1.
- The number of diodes is 0.
- The data arrival time at the worst-slack endpoint is 3570 ps.
- The post-synthesis async set-or-reset flop share reads 0%.
- The floorplan core area reads 7214 sq um.
- The category of the most critical setup path is clock port to output port.
- The count of library flops with an enable pin reads 0.
- The register-to-register setup slack is 4040 ps.
- For this sky-water flow run, the detailed-routed wirelength per cell is reported as 11.91 um.
- STA classifies the critical path endpoint as an output port.
- The total number of yosys warnings is 1.
- The overall via count from detail_route is 1145.
- The number of max-slew violations in the final report reads 0.
- Of the total power, the clock network draws 53.0%.
- The number of antenna violations at the first check in global routing reads 0.
- The die footprint reads 11240 sq um.
- The area of the multi-input gates is 715.7 sq um.
- The startpoint of the tightest hold check path reads Counter[1]$_DFF_P_.
- The detail-routed via count per cell is 3.962.
- The worst flop-to-flop path endpoint reads Counter[19]$_DFF_P_.
- The wire length reported by the detailed router reads 3443 um.
- The leakage dissipation is 0.0006601 uW.
- Per the summary, power density relative to cell area is 246.3 nW/um^2.
- In this run, flip-flops and latches consume 47.0% of the power.
- The final weighted congestion of routability-driven global placement is 0.7664.
- The global route stage reports its total congestion overflow as 0.
- The buffer count from post-CTS setup fixing is 0.
- The part of the power in combinational logic reads 0%.
- The total negative setup slack is 0 ps.
- The number of fill cells reads 796.
- The power after layout reads 516.8 uW.
- The register area share after synthesis is 49.27%.
- Registers take 720.7 sq um.
- The placed wire-length estimate after detailed placement reads 2513 um.
- The vertical extent of the die reads 106 um.
- The number of global-route vias before repair was 1151.
- The run finished with clean final reports.
- According to the Yosys statistics, the synthesized design has a chip area of 1463 sq um.
- The number of maximum-capacitance constraint violations is 0.
- The final count of negative-setup-slack endpoints is 0.
- The largest net degree at the start of global routing reads 13.
- Setup repair after global routing left no endpoint under its margin.
- The initial core utilization reads 20.27%.
- The count of standard-cell rows is 31.
- The number of standard cells reported by yosys is 143.
- The number of cells upsized or downsized after cts is 0.
- The power report shows net switching accounting for 18.29% of the total.
- The port buffer count is 37.
- The register with the highest flop count is Counter.
- The transition at the pin with the smallest max-transition slack reads 617.6 ps.
- The number of buffers added to fix hold violations after cts is 0.
- The min-delay analysis places its worst path in the category flop to flop.
- The register with the most flip-flops in the layout has 36 of them.
- The worst endpoint required time reads 4720 ps.
- The element type at the critical path start is a clock port.
- The startpoint of the most critical register-to-register path is Counter[1]$_DFF_P_.
- The relative max-transition margin is 58.67%.
- The worst clock skew on the final layout reads 5.691 ps.
- Per the post-CTS timing run, clock transition at the registers of the reported paths is 70 ps.
- The net switching power is 94.51 uW.
- The TritonCTS clock tree is done.
- The cell count after synthesis came out at 143.
[power groups by stage]
stage	Combinational [uW]	Clock [uW]	Sequential, uW
final	0.000290	274	243
after global routing	0.000290	299	243
after CTS	0.000290	287	243
[critical path, cell delays in order]
cell and delay (ps):
clkbuf_8 110, clkbuf_8 120, clkdlybuf4s50_1 390
[cell families (layout without fill, tap and decap cells)]
kind of cell	count (synthesis)	after routing	share of synthesized area (%)
adders and majority gates	1	1	0.8553
and+or+nand+nor	67	67	27.72
DFF	36	36	49.27
xor gates and xnor gates	34	34	20.36
buffers and inverters	5	52	1.796
[cell usage after synthesis, drive strengths merged (2+ instances only)]
| master | number | area (sq um) |
|---|---|---|
| dfxtp | 36 | 720.7 |
| xnor2 | 26 | 227.7 |
| nand4 | 17 | 106.4 |
| nand2 | 16 | 60.06 |
| nand3 | 10 | 77.58 |
| nor2 | 9 | 33.78 |
| xor2 | 8 | 70.07 |
| nor4 | 5 | 61.31 |
| inv | 3 | 11.26 |
| nor3 | 3 | 15.01 |
| and3 | 2 | 12.51 |
| and4 | 2 | 18.77 |
| buf | 2 | 15.01 |
[metal layers]
layer / global-route usage, % / routed length, um / part of all wire, %
met2: 9.364 / 1547 / 45
met4: 1.354 / 14 / 0.41
met1: 7.803 / 1647 / 48
met5: 0 / 0 / 0
met3: 2.752 / 233 / 6.8
[worst max-delay path by stage]
stage | end | startpoint | cells after the start
final | CLKS_out[0] | CLK_in | 3
after global routing | CLKS_out[0] | CLK_in | 3
after CTS | CLKS_out[0] | CLK_in | 3
[placed cells by master (no fill, tap or decap), types with 2 or more instances in the layout]
cell type	instances
nor4_4	2
dfxtp_1	36
clkdlybuf4s50_1	37
nand3_1	6
nor4_1	3
and3_1	2
clkbuf_8	8
xor2_1	8
nand4_1	17
nand2_1	16
nor3_1	3
nand3_2	3
inv_1	3
xnor2_1	26
nor2_1	9
[area by class of cell]
class	count	area share, %
flip-flops and latches	36	34.35
multi-input cells	102	34.11
repair buffers	37	17.53
clock buffers	10	5.903
well taps	99	5.903
clock inverters	2	1.670
inverters	3	0.5367
[through the flow]
step	area [sq um]	utilization (%)	hold WS, ps	setup WS [ps]
after floorplan	1463	-	382.7	1672
after global placement	1949	27.02	411.2	1403
after CTS	2098	29.08	435.9	1128
after global routing	2098	29.08	451.5	1118
final	2098	29.08	429.9	1152
after detailed placement	1949	27.02	417.0	1403
Power and IR drop assume default switching activity.
