==> design/flow/design.v <==
module Unsigned_to_7SEG
	#(parameter W = 13)					 
	(input [W-1:0] N,						 
	 output [6:0] D3, D2, D1, D0,		 
	 output TooLarge						 
	);
	localparam ZERO 	= 7'b1000000;	 
	localparam ONE		= 7'b1111001; 	 
	localparam TWO		= 7'b0100100; 	 
	localparam THREE	= 7'b0110000; 	 
	localparam FOUR	= 7'b0011001; 	 
	localparam FIVE	= 7'b0010010; 	 
	localparam SIX		= 7'b0000010; 	 
	localparam SEVEN	= 7'b1111000; 	 
	localparam EIGHT	= 7'b0000000; 	 
	localparam NINE	= 7'b0010000; 	 
	localparam MINUS	= 7'b0111111;	 
	localparam OFF		= 7'b1111111; 	 
	reg [6:0] LUT[0:9];					 
	initial begin
		LUT[0] = ZERO;
		LUT[1] = ONE;
		LUT[2] = TWO;
		LUT[3] = THREE;
		LUT[4] = FOUR;
		LUT[5] = FIVE;
		LUT[6] = SIX;
		LUT[7] = SEVEN;
		LUT[8] = EIGHT;
		LUT[9] = NINE;
	end
	assign TooLarge = (N > 'd9999);
	wire [W-1:0] Quotient0, Quotient1, Quotient2, Digit0, Digit1, Digit2, Digit3;
	assign Quotient0 = N / 4'b1010;
	assign Quotient1 = Quotient0 / 4'b1010;
	assign Quotient2 = Quotient1 / 4'b1010;
	assign Digit0 = N % 4'b1010;
	assign Digit1 = Quotient0 % 4'b1010;
	assign Digit2 = Quotient1 % 4'b1010;
	assign Digit3 = Quotient2 % 4'b1010;
	assign D3 = TooLarge? MINUS : ((Digit3 == 'd0) ? OFF : LUT[Digit3]);
	assign D2 = TooLarge? MINUS : ((Digit3 == 'd0) & (Digit2 == 'd0) ? OFF : LUT[Digit2]);
	assign D1 = TooLarge? MINUS : ((Digit3 == 'd0) & (Digit2 == 'd0) & (Digit1 == 'd0) ? OFF : LUT[Digit1]);
	assign D0 = TooLarge? MINUS : LUT[Digit0];
endmodule
==> design/flow/run.sh <==
#!/bin/bash
# OpenROAD 26Q1-2900-gdf79404cd8, Yosys 0.63+post, stock flow scripts
make -C /OpenROAD-flow-scripts/flow DESIGN_CONFIG=/design/flow/config.mk WORK_HOME=/design/flow/orfs finish
==> design/flow/config.mk <==
export PLATFORM = sky130hd
export DESIGN_NAME = Unsigned_to_7SEG
export DESIGN_NICKNAME = Unsigned_to_7SEG
export VERILOG_FILES = /design/flow/design.v
export SDC_FILE = /design/flow/constraint.sdc
export NUM_CORES = 4
export LEC_CHECK = 1
export CORE_UTILIZATION = 30
==> design/flow/constraint.sdc <==
current_design Unsigned_to_7SEG

set clk_period 21.8
set clk_io_pct 0.2

create_clock -name clk0 -period $clk_period

set non_clock_inputs [all_inputs -no_clocks]
set_input_delay [expr $clk_period * $clk_io_pct] -clock clk0 $non_clock_inputs
set_output_delay [expr $clk_period * $clk_io_pct] -clock clk0 [all_outputs]
==> reports/qor.csv <==
stage,metric,value,unit
place,worst slack after detailed placement,3.36,ns
die,number of top-level design ports,42,
route,DRT antenna net count,0,
final_layout,fraction of final layout cells sized beyond drive strength 1,0.109,
route,starting DRC count in detailed routing,504,
worst_setup_path,largest delay contributor family on the critical path,AND-OR/OR-AND gates,
worst_setup_path,launching element type of the critical path,primary input,
global_routing,maximum number of pins on one net before global-route repair,28,
route,DRC violation count after routing,0,
run_status,result of the run,"finished, final reports clean",
run,count of tool warnings,56,
place,RePlAce Congestion,0.962,
timing,Slew Limit Headroom,0.474,
worst_hold_path,worst hold stages,4,
timing,setup TNS after final layout,0,ns
worst_setup_path,delay of the slowest cell on the worst path,0.90,ns
die,Std-Cell Core Area,15900,µm²
worst_setup_path,WP data arrival,14.23,ns
worst_setup_path,Worst Path Max Fanout,21,
logic_synthesis,unique cell type count in the Yosys netlist,116,
power,sequential share of power,0,
timing,RSZ-0062 raised after global routing,no,
worst_setup_path,CP dominant cell by count,ha_1,
worst_hold_path,Worst Hold Class,primary input to output pin,
route,diodes inserted,0,
run,max-cap violation count,0,
logic_synthesis,post-synthesis cell area,4920,µm²
die,site row count,46,
worst_setup_path,Critical-path top delay cell,clkdlybuf4s50_1,
logic_synthesis,cell taking the most area after synthesis,ha_1,
die,starting density of the core,0.309,
global_routing,total congestion overflow after global routing,0,
die,total die area,16900,µm²
logic_synthesis,share of synthesized area occupied by flip-flops and latches,0,
route,Vias/cell,5.91,
logic_synthesis,chip area from the yosys synthesis statistics,4920,µm²
logic_synthesis,biggest area cells,"ha_1, nor2_1, o21ai_0",
die,die extent in y,130,µm
route,drt first pass iters,5,
power,worst vdd ir,0.0000638,V
timing,slew at the pin closest to its max-slew limit,0.777,ns
logic_synthesis,yosys warns,1,
route,routed len/inst,15.0,µm
timing,setup violation total in the final timing report,0,
global_routing,overall routing resource usage,0.163,
power,net switching power figure,375,µW
logic_synthesis,post-synthesis cell count from yosys,698,
timing,minimum clock period after layout,18.59,ns
power,clock network power share,0,
logic_synthesis,Syn Area/Cell,7.06,µm²
timing,post-route worst setup slack,3.21,ns
global_routing,antenna violations before repair,0,
power,power density over the cells,129,nW/µm²
timing,final period utilization,0.853,
global_routing,vias in the first global route,4560,
power,Switching Share,0.535,
final_layout,Syn-to-layout area delta,10.1,%
route,Routed WL,13800,µm
power,relative contribution of combinational cells to total power,1.000,
worst_setup_path,worst path required time,17.44,ns
global_routing,wire length of the first global-routing pass,22900,µm
worst_setup_path,number of gates on the worst path with buffers counted,35,
die,die span in x,130,µm
final_layout,most frequently placed logic cell in the final layout,nor2_1,
final_layout,number of clock buffer instances in the layout,0,
logic_synthesis,gate count after technology mapping,698,
place,HPWL Detailed,10800,µm
worst_setup_path,sum of buffers and inverters on the critical path,6,
place,port buffer count,41,
worst_setup_path,classification of the worst setup path,primary input to output pin,
clocking,post-CTS repair timing setup buffer count,0,
clocking,number of buffers added to fix hold violations after cts,0,
clocking,post-cts resize count,0,
timing,hold violation total from the final report,0,
final_layout,flop count,0,
logic_synthesis,proportion of netlist area held by the largest area contributor,0.0915,
timing,Pins Over Slew Limit,0,
timing,maximum frequency from static timing analysis,53.8,MHz
route,Via Count,5436,
final_layout,most frequent cells in the layout,"nor2_1, nand2_1, o21ai_0, clkdlybuf4s50_1, inv_1",
final_layout,flip-flop and latch area,0,µm²
power,static leakage power,2.04,nW
power,Internal Pwr Total,326,µW
worst_setup_path,endpoint type of the worst setup path,output pin,
==> worst paths after layout <==
| kind | from | end | slack, ns |
|---|---|---|---|
| worst max-delay path | N[10] | D2[0] | 3.21 |
| worst min-delay path | N[0] | D0[4] | 9.82 |
==> metal layers <==
layer  part of all wire  up-vias  global-route usage
met3              0.052       12             0.00543
met2               0.45      198               0.253
met5                  0        -                   0
li1                   -     2728                   -
met1               0.49     2498               0.258
met4             0.0070        0              0.0164
==> Yosys cell counts (7+ instances only) <==
library cell	number
and3_1	12
mux2i_1	15
a21oi_1	36
inv_1	37
nand3_1	27
a211oi_1	10
a311oi_1	7
and4_1	7
a31oi_1	19
o22ai_1	14
nand4_1	10
and2_1	11
xnor2_1	15
buf_2	15
o211ai_1	10
or3_1	8
o21a_1	8
nor4_1	8
nor2_1	64
nand2b_1	9
o21ai_1	13
nor3_1	20
o21ai_0	42
a21o_1	9
nor2b_1	8
ha_1	36
clkbuf_1	14
nand2_1	48
==> logic make-up (layout without fill, tap and decap cells) <==
family,count (synthesis),after routing,synth area share
AND-OR/OR-AND,263,263,0.431
XOR/XNOR,20,20,0.0356
adder cells (fa/ha/maj),37,37,0.0935
buffers and inverters,83,89,0.0793
multiplexers,22,22,0.0508
other,1,1,0.000761
AND/OR/NAND/NOR,272,272,0.309
==> stage by stage <==
stage	instances	hold slack [ns]	util	total power, mW	cell area (µm²)
after CTS	920	9.88	0.340	0.704	5420
final	920	9.82	0.340	0.701	5420
after global routing	920	9.95	0.340	0.789	5420
after floorplan	698	8.77	-	0.483	4920
after global placement	920	9.88	0.340	0.707	5420
after detailed placement	920	9.86	0.340	0.699	5420
==> power by group through the flow <==
stage | registers [mW] | logic [mW] | clock network, mW
4_1_cts | 0 | 0.704 | 0
6_report | 0 | 0.701 | 0
5_1_grt | 0 | 0.789 | 0
==> cell type report <==
cell class / instances / area [µm²]
fillers: 1667 / 10500
inverters: 43 / 169
multi-input cells: 615 / 4530
well taps: 216 / 270
repair buffers: 46 / 448
==> worst min-delay path, stage by stage <==
cell	delay, ns
clkdlybuf4s50_1	0.54
nand2_1	0.10
o21ai_0	0.06
clkdlybuf4s50_1	0.39
No activity file was given, so power comes from the tool's default toggle rates.
